==> design.v <==
module LoadReg(
	input clk,
	input reset_n,
	input [1:0] address,
	input read,
	input chipselect,
	input [8:0] RX_data,
	input load,
	output reg [31:0] readdata
);
	reg readFlag;		 
	reg [8:0] data;    
	always @(posedge clk or negedge reset_n)
		begin
			if(~reset_n)
			begin
				readdata <= 32'b0;
				readFlag <= 1'b0;
				data <= 9'b0;
			end
			else if(load)
			begin
				readdata <= 32'b0;
				data <= RX_data;
				readFlag <= 1'b1;
			end
			else if(chipselect && read && (address == 2'b00))
			begin
				readdata <= {22'b0, data[8], readFlag, data[7:0]};
				data <= data;
				readFlag <= 0;
			end
			else
			begin
				readdata <= 32'b0;
				data <= data;
				readFlag <= readFlag;
			end
		end
endmodule
module My_UART_RX(
	input clk,
	input reset_n,
	input [1:0] address,
	input read,
	input chipselect,
	input RX_in,
	output [31:0] readdata
);
wire ld;					 
wire [8:0] dataRX;	 
UART_Rx U1(clk, reset_n, RX_in, dataRX, ld);
LoadReg U2(clk, reset_n, address, read, chipselect, dataRX, ld, readdata);
endmodule
module UART_Rx(
	input clk,
	input reset_n,
	input RX_in,
	output [8:0] RX_data,
	output reg load
);
	reg [1:0] state;						 
	reg [4:0] count;						 
	reg [3:0] count_data;				 
	reg [7:0] data;						 
	reg error;								 
	parameter Idle = 2'b00, Shift = 2'b01, Stop = 2'b10;
	always @(posedge clk or negedge reset_n)
		begin
			if(~reset_n)
				begin
					count <= 5'b0;
					count_data <= 4'b0;
					data <= 8'bz;
					state <= Idle;
					error <= 1'b0;
					load <= 1'b0;
				end
			else
				begin
					case(state)
						Idle :
							begin
								error <= 1'b0;
								load <= 1'b0;
								if(~RX_in)
									begin
										if(count == 9)	 
											begin
												state <= Shift;
												count <= 5'b0;
												count_data <= 4'b0;
												data <= 8'bz;
											end
										else
											begin
												state <= Idle;
												count <= count + 1'b1;
											end
									end
								else
									begin
										state <= Idle;
										count <= 5'b0;
									end
							end
						Shift :
							begin
								load <= 1'b0;
								if(count_data < 8)
									begin
										if(count == 17) 
											begin
												count <= 5'b0;
												count_data <= count_data + 1'b1;
												data <= {RX_in, data[7:1]};			 
												state <= Shift;
											end
										else
											begin
												data <= data;
												state <= Shift;
												count <= count + 1'b1;
											end
									end
								else
									begin
										state <= Stop;
										count_data <= 4'b0;
										count <= 5'b0;
									end
							end
						Stop :
							begin
								if(count == 17) 
									begin
										count <= 5'b0;
										state <= Idle;
										load <= 1'b1;
										if(RX_in != 1'b1)
											begin
												error <= 1'b1;
											end
									end
								else
									begin
										state <= Stop;
										count <= count + 1'b1;
										load <= 1'b0;
									end
							end
						default :
							begin
								count <= 5'b0;
								count_data <= 4'b0;
								data <= 8'bz;
								state <= Idle;
								error <= 1'b0;
								load <= 1'b0;
							end
					endcase
				end
		end
		assign RX_data = {error, data};
endmodule 
==> run.sh <==
#!/bin/bash
# OpenROAD 26Q1-2900-gdf79404cd8, Yosys 0.63+post, stock flow scripts
make -C /OpenROAD-flow-scripts/flow DESIGN_CONFIG=/design/flow/config.mk WORK_HOME=/design/flow/orfs finish
==> config.mk <==
export PLATFORM = sky130hd
export DESIGN_NAME = My_UART_RX
export DESIGN_NICKNAME = My_UART_RX
export VERILOG_FILES = /design/flow/design.v
export SDC_FILE = /design/flow/constraint.sdc
export NUM_CORES = 4
export LEC_CHECK = 1
export CORE_UTILIZATION = 30
==> constraint.sdc <==
current_design My_UART_RX

set clk_period 2.9
set clk_io_pct 0.2

create_clock -name clk0 -period $clk_period [get_ports {clk}]

set non_clock_inputs [all_inputs -no_clocks]
set_input_delay [expr $clk_period * $clk_io_pct] -clock clk0 $non_clock_inputs
set_output_delay [expr $clk_period * $clk_io_pct] -clock clk0 [all_outputs]
==> flow_summary.ini <==
; physical design summary
[grt]
grt_overflow = 0
grtUsageMet2_pct = 11.9
grt_use_total_pct = 9.06
grt_pass1_vias = 985
grt_max_degree = 31
grt_pass1_wl_um = 4580
use_met1_pct = 14.9
top_usage_layer = met1
grt_antenna_before_repair = 0
use_met3_pct = 2.85

[floorplan]
core-area_sq_um = 5990
fp_util_pct = 31.5
die.size.y_um = 81.3
die_w_um = 81.3
io_pins = 39
rows = 28
die_area_sq_um = 6600

[placement]
place_inst = 256
gp_congestion = 0.795
pre_cts_ws_ns = 0.511
hpwl_um = 1800
port_buffers = 16

[worst_setup_path]
max_stage_delay_ns = 0.55
crit_required_ns = 3.08
cp-end-kind = flop
start_kind = input pin
crit_slowest_cell = clkdlybuf4s50_1
worst_ep_arrival_time_ns = 2.28
setup.worst_path.class = in -> reg
path_cells = clkdlybuf4s50_1 > nor2_1 > a21oi_4 > nand2b_1 > mux2_4
crit_fanout = 9

[cells_and_area]
final_cell_count_no_fill = 264
fillers = 581
post-route-util_pct = 35.4
comb_area_sq_um = 719
flop_area_sq_um = 1050
drive_gt1_share_pct = 11.1
areaGrowthSynthToFinish_pct = 12.4

[clocking]
cts_root_buf = clkbuf_8
clock.latency.late_pin_ns = 0.29
clk_pin_slew_ns = 0.08
clockBufferDepth = 2
cts_made_buffers = 5
postCtsSetupBuffers = 0
ctsResizeCount = 0
cts_tree = done
h-tree-depth = 2
hold_buffers = 0
cts_sinks = 42

[final_timing]
fin_crit_ns = 2.10
clock.fmax_mhz = 475
finalHoldViolations = 0
setup_viol = 0
slew_violations = 0
fin_skew_ns = 0.00580
layout_setup_ws_ns = 0.797
max_slew.worst_pin.slew_ns = 0.641
finalClockPeriodUsage_pct = 72.5
finalSetupTns_ns = 0
rsz0062_at_grt = false
relSlewSlack_pct = 57.3

[drt]
wl_per_cell_um = 9.95
num_antenna_cells = 0
drt_iter0_markers = 17
drc = 0
vias = 1103
via_per_inst = 4.18
wl_um = 2630
drtAntennaViolNets = 0
drtPass1Iterations = 4

[logic_synthesis]
synthArstFlopShare_pct = 100
synth.distinct_cells = 35
flop_cell = dfrtp_1
numSynthFlops = 42
syn_inst = 169
edf_count = 0
synth_area_sq_um = 1880
ys_cells = 169
synth_seq_share_pct = 55.8
avgSynthCellArea_sq_um = 11.1
yosysWarnings = 5
ys_chip_area_sq_um = 1880

[min_path]
hold_class = in -> async

[power_and_ir_drop]
ir_drop_uv = 215
power_mw = 0.972
power.static_leakage_nw = 1.02
powerDensity_nw_per_um2 = 459

[run]
warning_count = 26
max_cap_viol_count = 0

[outcome]
status = completed
-- layout make-up --
cell class,count,area share [%]
flip-flops and latches,42,49.7
repair buffers,17,7.68
well taps,75,4.43
inverters,1,0.177
clock buffers,6,3.43
multi-input cells,121,34.0
clock inverters,2,0.650
-- layout by cell type (no fill, tap or decap), types with 2 or more instances in the layout --
cell,synthesis,final
nand2_1,22,22
a21oi_1,2,2
ha_1,3,3
dfrtp_1,41,41
o41ai_1,2,2
clkdlybuf4s50_1,0,15
xor2_1,2,2
nand3_1,5,5
clkbuf_8,0,5
o21ai_1,6,6
nor2_1,20,20
conb_1,1,22
mux2_4,7,7
nand2b_1,12,12
-- critical path, delay by kind of cell --
family	cells	cell delay [ns]
multiplexers	1	0.34
buffers and inverters	1	0.55
AND-OR/OR-AND	1	0.26
AND/OR/NAND/NOR	2	0.55
-- Yosys cell counts (2+ instances only) --
| master | instances | share of area, % |
|---|---|---|
| nand3_1 | 5 | 1.3 |
| nand2b_1 | 12 | 4.0 |
| o21ai_1 | 6 | 1.6 |
| nand2_1 | 22 | 4.4 |
| nor2_1 | 20 | 4.0 |
| ha_1 | 3 | 2.0 |
| a21oi_1 | 2 | 0.53 |
| clkbuf_1 | 3 | 0.60 |
| buf_4 | 22 | 8.8 |
| o41ai_1 | 2 | 0.93 |
| mux2_4 | 7 | 5.6 |
| dfrtp_1 | 41 | 54 |
| xor2_1 | 2 | 0.93 |
-- sequential cells by signal (all words and copies together) (netlist names) --
name,count
U2.readdata,10
U1.state,3
U1.load,1
U2.data,9
U1.error,1
U1.count_data,4
U1.data,8
U2.readFlag,1
U1.count,5
-- metal layers --
metal  vias to the layer above  wire [um]
li1                        558          -
met2                        32       1030
met1                       505       1390
met4                         0         53
met5                         -          0
met3                         8        159
-- per-stage QoR --
step	hold slack [ns]	instance area, sq um
floorplan	0.284	1960
global placement	0.452	2030
detailed placement	0.459	2030
CTS	0.327	2120
global route	0.350	2120
finish	0.308	2120
-- where the power goes --
part,switching (mW),internal [mW]
Clock,0.190,0.170
Sequential,0.00121,0.587
Combinational,0.0156,0.00896
Total,0.207,0.765
-- cells by family (layout without fill, tap and decap cells) --
family / after synthesis / in the layout / share of synthesized area, %
buf+inv: 27 / 26 / 10.2
flops: 42 / 42 / 55.8
other cells: 1 / 22 / 0.199
mux: 7 / 7 / 5.58
simple gates: 68 / 68 / 18.1
fa+ha+maj: 3 / 3 / 1.99
xor+xnor: 3 / 3 / 1.39
compound gates: 18 / 18 / 6.71
-- worst paths after layout --
check                                                 to               startpoint  cells after the start  slack, ns
max in group asynchronous         U1.data[7]$_DFFE_PN0P_                  reset_n                      2       1.96
min in group clk0                U2.readFlag$_DFFE_PN0P_  U2.readFlag$_DFFE_PN0P_                      1       0.47
worst min register to register   U2.readFlag$_DFFE_PN0P_  U2.readFlag$_DFFE_PN0P_                      1       0.47
worst max-delay path              U1.data[5]$_DFFE_PN0P_                    RX_in                      5       0.80
worst max register to register    U1.data[5]$_DFFE_PN0P_    U1.count[0]$_DFF_PN0_                      5       0.87
worst min-delay path            U2.readdata[6]$_DFF_PN0_                  reset_n                      1       0.31
Power figures rest on the tool's default switching activity, not on a simulated workload.
