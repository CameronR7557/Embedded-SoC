File: design/flow/config.mk
export PLATFORM = sky130hd
export DESIGN_NAME = My_ClockDivider
export DESIGN_NICKNAME = My_ClockDivider
export VERILOG_FILES = /design/flow/design.v
export SDC_FILE = /design/flow/constraint.sdc
export NUM_CORES = 4
export LEC_CHECK = 1
export CORE_UTILIZATION = 40
File: design/flow/constraint.sdc
current_design My_ClockDivider

set clk_period 11.4
set clk_io_pct 0.2

create_clock -name clk0 -period $clk_period [get_ports {clk}]

set non_clock_inputs [all_inputs -no_clocks]
set_input_delay [expr $clk_period * $clk_io_pct] -clock clk0 $non_clock_inputs
set_output_delay [expr $clk_period * $clk_io_pct] -clock clk0 [all_outputs]
File: design/flow/design.v
module My_ClockDivider
(
	input clk,
	input reset_n,
	input chipselect,
	input [1:0] address,
	input write,
	input [31:0] writedata,
	output reg clk_out
);
	reg [24:0] count; 								 
	reg [24:0] div = 25'd6;						    
	always @(posedge clk or negedge reset_n)
		begin
			if(~reset_n)
				begin
					count <= 25'b0;
					div <= div;
				end
			else if(chipselect && write && (address == 2'b00))
				begin
					count <= 25'b0;
					div <= writedata[24:0];
				end
			else if(count < div - 1)
				begin
					count <= count + 1'b1;
					div <= div;
				end
			else
				begin
					count <= 25'b0;
					div <= div;
				end
		end
	always @(posedge clk or negedge reset_n)
		begin
			if(~reset_n)
				begin
					clk_out <= 1'b0;
				end
			else if(count == div - 1)
				begin
					clk_out <= ~clk_out;
				end
			else
				begin
					clk_out <= clk_out;
				end
		end
endmodule 
File: design/flow/run.sh
#!/bin/bash
# OpenROAD 26Q1-2900-gdf79404cd8, Yosys 0.63+post, stock flow scripts
make -C /OpenROAD-flow-scripts/flow DESIGN_CONFIG=/design/flow/config.mk WORK_HOME=/design/flow/orfs finish
==> results.cfg <==
; generated from flow reports
[status]
outcome = completed

[route]
vias_per_cell = 5.01
drtIter0Drc = 69
drt_first_pass_iters = 4
wl_um = 5390
vias = 2160
insertedDiodeCount = 0
wl_per_cell_um = 12.5
drc_errors = 0
drtAntennaViolNets = 0

[clock_tree]
cts.repair.resized = 0
cts-htree-levels = 2
cts_buffers = 5
hold_buffers = 0
cts_max_path_buffers = 2
cts_sinks = 51
clk_pin_slew_worst_paths_ns = 0.09
post_cts_buffers = 0
cts_root_buf = clkbuf_8
clk_latency_ns = 0.30
cts_tree = done

[placement]
place.gp.congestion = 0.816
hpwl_um = 4170
port_buffers = 31

[critical_path]
r2r_cells = 12
r2r_start = div[5]
timing.rr.end = count[24]
crit_path_start_kind = input port
ff2ff_setup_slack_ns = 8.07
critPathCaptureType = register
required_ns = 11.38
crit_arrival_ns = 3.57
critical_path.max_fanout = 27
critPathKind = in -> reg

[die]
die_h_um = 91.1
fp_util = 0.413
chipArea_mm2 = 0.00829
rows = 32
ioPinCount = 39
fp.dieW_um = 91.1
core_area_mm2 = 0.00769

[logic_synthesis]
ys_cells = 292
postSynth.asyncResetShare = 0.510
ys_warn_count = 1
syn_inst = 292
ys_ff = 51
ys_chip_area_mm2 = 0.00317
topCellsByArea = edfxtp_1 24%, dfrtp_1 21%, ha_1 11%
flop_cell = dfrtp_1
yosysSeqAreaShare = 0.442
top_cell_area_share = 0.237
syn_area_mm2 = 0.00317
synth-edff-count = 25
avgSynthCellArea_um2 = 10.9
ys_types = 37
largest_area_cell = edfxtp_1

[sta]
max_slew_margin = 0.495
tns_ns = 0
maxSlewViolCount = 0
holdWs_ns = 0.474
fmax_ghz = 0.278
worst_pin_slew_ns = 0.752
fin_crit_sh = 0.315
min_period_ns = 3.59
finalHoldViolations = 0
rsz0062_at_grt = no
fin_skew_ns = 0.00977
finalSetupViolations = 0

[finish]
syn_to_final_growth_pct = 17.2
drive_gt1_frac = 0.125

[global_routing]
grt_pass1_vias = 2005
grt_max_degree = 28
grt_pass1_wl_um = 9400
overflow = 0
grt_antenna_before_repair = 0
grt_use_total = 0.146

[hold_path]
min_to = clk_out
holdPathStages = 1
hp-class = reg -> reg
worstHoldStart = clk_out

[power_and_ir_drop]
p_leak_nw = 1.49
vdd_drop_max_mv = 0.0614
power.density_mw_per_mm2 = 108

[run]
maxCapViolCount = 0
warning_count = 32
## report_power, final
part / internal [mW] / total (mW) / switching [mW]
combinational: 0.0299 / 0.0533 / 0.0234
clock: 0.0710 / 0.129 / 0.0576
sequential: 0.205 / 0.221 / 0.0164
## synth_stat cells, drive strengths merged, types with 10 or more instances
cell and instances:
nand4 10, nor2 18, edfxtp 25, inv 11, xor2 24, ha 27
nand3 13, nor3 37, a21oi 10, nand2 25, xnor2 23, dfrtp 26
## layer usage
| layer | vias to the layer above | global-route usage | share of wire | wire [um] |
|---|---|---|---|---|
| li1 | 1124 | - | - | - |
| met1 | 992 | 0.234 | 0.50 | 2720 |
| met2 | 40 | 0.232 | 0.46 | 2460 |
| met3 | 4 | 0.0179 | 0.029 | 154 |
| met4 | 0 | 0.0146 | 0.010 | 55 |
| met5 | - | 0 | 0 | 0 |
## critical path, cell delays in order
cell and delay (ns):
clkdlybuf4s50_1 0.46, buf_4 0.32, inv_1 0.09, nor2_2 0.11
buf_4 0.30
## cell usage in the layout, fill, tap and decap left out, drive strengths merged, types with 2 or more instances in the layout
| cell type | count |
|---|---|
| nor3 | 37 |
| clkdlybuf4s50 | 31 |
| ha | 27 |
| dfrtp | 26 |
| nand2 | 25 |
| edfxtp | 25 |
| xor2 | 24 |
| xnor2 | 23 |
| nor2 | 18 |
| nand3 | 13 |
| inv | 11 |
| a21oi | 10 |
| nand4 | 10 |
| clkbuf | 6 |
| o21ai | 6 |
| nor4 | 6 |
| and4 | 4 |
| buf | 4 |
| and2 | 3 |
| nand4b | 3 |
| and3 | 3 |
| or3 | 2 |
## sequential cells by signal (all words and copies together), names as in the netlist
name,flops
clk_out,1
count,25
div,25
## worst max-delay path by stage
stage,end,startpoint,cells after the start,slack [ns]
CTS,div[13],reset_n,5,7.76
global route,div[13],reset_n,5,7.67
finish,div[6],reset_n,5,7.81
## stage by stage
stage               std cells  total power, mW  area, um2  setup WS [ns]  utilization
floorplan                 292            0.256       3170           7.44            -
global placement          423            0.277       3600           7.44        0.469
detailed placement        423            0.279       3600           7.45        0.469
CTS                       431            0.409       3720           7.76        0.484
global route              431            0.427       3720           7.67        0.484
finish                    431            0.403       3720           7.81        0.484
## logic make-up (layout without fill, tap and decap cells)
group | count (synthesis) | in the layout | share of synthesized area
AND/OR/NAND/NOR | 127 | 127 | 0.250
flip-flops | 51 | 51 | 0.442
XOR/XNOR | 47 | 47 | 0.130
adder cells (fa/ha/maj) | 27 | 27 | 0.106
AND-OR/OR-AND | 23 | 23 | 0.0461
buffers and inverters | 17 | 54 | 0.0260
## area by class of cell
cell class                      instances  area (um2)
Timing Repair Buffer                   35         340
Clock buffer                            6        82.6
Inverter                               11        41.3
Sequential cell                        51        1400
Multi-Input combinational cell        224        1690
Fill cell                             718        3970
Clock inverter                          2        35.0
Tap cell                              102         128
No activity file was given, so power comes from the tool's default toggle rates.
